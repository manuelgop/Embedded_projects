`/design/flow/design.v`:
```
module Counters_grey(Clr, Clk, Q);
	input Clr;
	input Clk;
	output [3:0] Q;
	reg [3:0] Qtemp;
	reg q0, q1, q2; 
	parameter BoardFreq = 100_000_000; 
	parameter Bits      = 27; 
	reg [Bits-1 : 0 ] count;
	reg 					En1Hz;
	always @(posedge Clk or posedge Clr)
	begin
		if (Clr)
			begin
				count = 0;
				En1Hz = 1'b0;
			end
		else 
			if (count !== BoardFreq - 1)
				begin
				count = count + 1'b1;
				En1Hz = 1'b0;
				end
			else 
				begin
				count = 0;
				En1Hz = 1'b1;
				end
	end
    wire [3:0] Qgray;
   always @(posedge Clk or posedge Clr)
   begin
       if(Clr)
           Qtemp = 4'b0000;
       else if (En1Hz)
           Qtemp = Qtemp + 1'b1;     
   end
   assign Qgray[3] = Qtemp[3];
   assign Qgray[2] = Qtemp[3] ^ Qtemp[2];
   assign Qgray[1] = Qtemp[2] ^ Qtemp[1];
   assign Qgray[0] = Qtemp[1] ^ Qtemp[0];
   assign Q = Qgray; 
endmodule
```
`/design/flow/run.sh`:
```
#!/bin/bash
# OpenROAD 26Q1-2900-gdf79404cd8, Yosys 0.63+post, stock flow scripts
make -C /OpenROAD-flow-scripts/flow DESIGN_CONFIG=/design/flow/config.mk WORK_HOME=/design/flow/orfs finish
```
`/design/flow/config.mk`:
```
export PLATFORM = sky130hd
export DESIGN_NAME = Counters_grey
export DESIGN_NICKNAME = Counters_grey
export VERILOG_FILES = /design/flow/design.v
export SDC_FILE = /design/flow/constraint.sdc
export NUM_CORES = 4
export LEC_CHECK = 1
export CORE_UTILIZATION = 40
```
`/design/flow/constraint.sdc`:
```
current_design Counters_grey

set clk_period 5.3
set clk_io_pct 0.2

create_clock -name clk0 -period $clk_period [get_ports {Clk}]

set non_clock_inputs [all_inputs -no_clocks]
set_input_delay [expr $clk_period * $clk_io_pct] -clock clk0 $non_clock_inputs
set_output_delay [expr $clk_period * $clk_io_pct] -clock clk0 [all_outputs]
```
==> out/results.ini <==
[place]
gp_congestion=0.753
dp_hpwl_mm=1.85
io_buffers=5
dp.cells=200

[cts]
htree_levels=2
cts_root_buffer=clkbuf_8
clkTransAtPathRegs_ns=0.06
cts_buffer_depth=2
ctsHoldBuffers=0
cts-buffers-inserted=5
cts_tree=built
cts_resized=0
clk_latency_ns=0.28
cts_sinks=32
post_cts_buffers=0

[power_and_ir_drop]
p_per_area_nw_per_um2=241
p_leak_nw=0.778
peakVddDrop_mv=0.142

[grt]
grt_pass1_wl_mm=5.11
grt_use_total_pct=16.0
grt_overflow=0
grt_pass1_vias=1112
grt_max_degree=33
grt_antenna_before_repair=0

[logic_synthesis]
postSynthCellCount=150
netlist_area_um2=1580
top_area_cell=dfrtp_1
ys_chip_area_um2=1580
synthTopCellsByArea=dfrtp_1 51%, xnor2_1 5.5%, xor2_1 5.5%
yosys_warnings=1
syn_avg_cell_area_um2=10.6
ys_ff=32
top_cell_area_share_pct=50.6
yosys_cells=150
ys_types=33
postSynthSeqShare_pct=50.6

[timing]
rsz0062_at_grt=false
slew_headroom_pct=55.4
skew_ns=0.00903
period_minus_slack_ns=2.51
slew_viol_final=0
hold_violations=0
holdWs_ns=0.492
finalClockPeriodUsage_pct=47.3
worstMarginPinSlew_ns=0.663
max_freq_ghz=0.399
setup_violations=0
tns_ns=0

[routing]
firstDrtPassIters=4
post_drt_wl_per_cell_um=13.2
ant_nets=0
drc_errors=0
wl_met2_mm=1.18
met3_length_um=101
routed_wl_mm=2.73
viasPerCell=5.38
drt_iter0_markers=55
drt-met1-wl_mm=1.40
vias=1113
top_layer=met4
diodes=0

[floorplan]
die-area_um2=4220
pin_count=6
core_area_um2=3720
chipHeight_um=64.9
rows=22
initCoreUtil_pct=42.6
dieWidth_um=64.9

[worst_setup_path]
critical-path-top-delay-family=buffers and inverters
path_cells=ha_1 -> clkdlybuf4s50_1
crit_path_end_kind=output port
cpPeakStageDelay_ns=0.46
timing.critical_path.buf_inv=1
crit_slowest_cell=clkdlybuf4s50_1
cp.required_ns=4.24
path_max_fanout=3
critPathLaunchType=flip-flop
setup.worst_path.class=flip-flop to output port
arrival_ns=1.45

[final_layout]
comb_area_um2=734
final_cells=207
drive_above_1_share_pct=8.18
fillCellCount=333
area_delta_synth_final_pct=10.7
regArea_um2=801

[run]
log.warning_count=25
maxCapViolCount=0

[hold_path]
hp-class=flip-flop to flip-flop

[status]
status=finished, final reports clean

[area by class of cell]
cell class                 instances  share of cell area (%)
clock inverter                     1                   0.286
multi-input combinational        109                    41.9
timing repair buffer               7                    3.71
clock buffer                       6                    4.14
tap                               48                    3.43
inverter                           4                   0.857
sequential                        32                    45.7
[sequential cells by signal, indices dropped and copies added (netlist names)]
register / cells
En1Hz: 1
Qtemp: 4
count: 27
[placed cells by master (no fill, tap or decap), types with 2 or more instances in the layout]
master and instances:
nor2_1 11, xnor2_1 10, or4_1 3, o31ai_1 3, nor4b_1 2, nand2_1 9
xor2_1 10, and3_1 3, nand4_1 8, nand3_1 12, a21oi_1 9, nor3_1 3
buf_4 2, or3_1 3, clkdlybuf4s50_1 5, clkbuf_8 5, and4_1 4, o21ai_0 4
inv_1 4, ha_1 3, dfrtp_1 32
[metal layers]
metal  track usage (%)  vias up
met5                 0        -
met4              2.78        0
met3              3.75        7
met2              23.4       18
met1              25.2      531
li1                  -      557
[cell usage after synthesis, drive strengths merged]
cell type,instances
a21oi,9
and2,1
and3,3
and4,4
buf,5
dfrtp,32
ha,3
inv,4
mux2,1
nand2,9
nand3,12
nand4,9
nand4b,1
nor2,11
nor2b,1
nor3,3
nor3b,1
nor4,2
nor4b,2
o21ai,4
o21ba,1
o31ai,3
o41ai,1
or2,1
or3,3
or4,3
or4b,1
xnor2,10
xor2,10
[per-stage QoR]
stage	util (%)	instance area, µm²	setup WS [ns]	power, W
after floorplan	-	1580	3.55	0.000252
after global placement	45.1	1680	3.11	0.000255
after detailed placement	45.1	1680	3.08	0.000255
after CTS	47.2	1750	2.77	0.000427
after global routing	47.2	1750	2.72	0.000437
final	47.2	1750	2.79	0.000422
[report_power, final]
part           switching [W]  internal (W)  leakage [nW]
sequential                 0      0.000244         0.438
clock              0.0000825     0.0000890        0.0410
combinational     0.00000458    0.00000118         0.300
[final timing paths]
check,from,to,slack (ns),cells past startpoint
worst max register to register,count[0],count[26],3.20,5
worst max-delay path,Qtemp[0],Q[0],2.79,2
max in group asynchronous,Clr,count[16],3.85,3
worst min register to register,count[4],count[4],0.49,1
min in group asynchronous,Clr,count[26],1.16,3
worst min-delay path,count[4],count[4],0.49,1
[cell families (layout without fill, tap and decap cells)]
family	after synthesis	in the layout	synth area share, %
and+or+nand+nor	67	67	25.5
DFF	32	32	50.6
xor gates and xnor gates	20	20	11.1
AOI/OAI and AO/OA	18	18	6.71
buffers and inverters	9	18	3.08
adders and majority gates	3	3	2.37
muxes	1	1	0.711
Power and IR drop assume default switching activity.
