--- /design/flow/design.v ---
`timescale 1ns / 1ps
module Seven_segment(Clr, Clk, Seg, an);
	input Clk;
	input Clr;
	output [6:0] Seg;
	output [3:0] an;
	reg [3:0] Qtemp;
	parameter BoardFreq = 100_000_000; 
	parameter Bits      = 27; 
	parameter zero = 7'b1000000;
	parameter one = 7'b1111001;
	parameter two = 7'b0100100; 
	parameter three = 7'b0110000;
	parameter four = 7'b0011001;
	parameter five =  7'b0010010;
	parameter six =  7'b0000010;
	parameter seven = 7'b1111000;
	parameter eigth = 7'b0000000; 
	parameter nine =  7'b0010000;
	reg [Bits-1 : 0 ] count;
	reg 					En1Hz;
	reg [6:0]         Seg;
	always @(posedge Clk or posedge Clr)
	begin
		if (Clr)
			begin
				count = 0;
				En1Hz = 1'b0;
			end
		else 
			if (count !== BoardFreq - 1)
				begin
				count = count + 1'b1;
				En1Hz = 1'b0;
				end
			else 
				begin
				count = 0;
				En1Hz = 1'b1;
				end
	end
	always @(posedge Clk or posedge Clr)
	begin
		if(Clr)
			Qtemp = 4'b0000;
		else if (En1Hz)
				if( Qtemp == 4'b1001)
					Qtemp = 4'b0000;
				else
					Qtemp = Qtemp + 1'b1;
	end
		assign an = 4'b1011;
	always@(Qtemp)
	  case (Qtemp)
      4'b0000: begin
                  Seg = zero;  
               end
      4'b0001: begin
                  Seg = one;  
               end
      4'b0010: begin
                  Seg  = two;  
               end
      4'b0011: begin
                  Seg = three;  
               end
      4'b0100: begin
                  Seg = four;  
               end
      4'b0101: begin
                  Seg = five;  
               end
      4'b0110: begin
                  Seg = six;  
               end
      4'b0111: begin
                  Seg = seven;  
               end
      4'b1000: begin
                  Seg = eigth;  
               end
      4'b1001: begin
                  Seg = nine;  
               end
      default: begin
                  Seg = zero;  
               end
   endcase
endmodule
--- /design/flow/run.sh ---
#!/bin/bash
# OpenROAD 26Q1-2900-gdf79404cd8, Yosys 0.63+post, stock flow scripts
make -C /OpenROAD-flow-scripts/flow DESIGN_CONFIG=/design/flow/config.mk WORK_HOME=/design/flow/orfs finish
--- /design/flow/config.mk ---
export PLATFORM = sky130hd
export DESIGN_NAME = Seven_segment
export DESIGN_NICKNAME = Seven_segment
export VERILOG_FILES = /design/flow/design.v
export SDC_FILE = /design/flow/constraint.sdc
export NUM_CORES = 4
export LEC_CHECK = 1
export CORE_AREA = 10 10 106 106
export DIE_AREA = 0 0 116 116
--- /design/flow/constraint.sdc ---
current_design Seven_segment

set clk_period 5.4
set clk_io_pct 0.2

create_clock -name clk0 -period $clk_period [get_ports {Clk}]

set non_clock_inputs [all_inputs -no_clocks]
set_input_delay [expr $clk_period * $clk_io_pct] -clock clk0 $non_clock_inputs
set_output_delay [expr $clk_period * $clk_io_pct] -clock clk0 [all_outputs]
==> impl_metrics.csv <==
group,metric,value,unit
cells_and_area,area_delta_synth_final,14.6,%
yosys,synth.cellmix.compoundShare,0.107,
final_timing,finalSetupTns,0,ns
clock_network,cts_buffer_depth,2,
critical_path,crit_start,"Qtemp[0]",
yosys,synth.cells.most_frequent,"dfrtp_1, nor2_1, nand2_1",
yosys,yosysCellCount,185,
critical_path,worstPathArrival,1.90,ns
global_routing,grt_pass1_wl,5950,µm
critical_path,max_stage_delay,0.49,ns
placed_design,port_buffers,8,
placed_design,gp_congestion,0.730,
clock_network,cts_setup_buffers,0,
critical_path,path_class,"reg2out",
yosys,edf_count,0,
critical_path,r2r_slack,3.01,ns
yosys,synth.most_common_cell,"dfrtp_1",
outcome,status,"completed",
placed_design,hpwl,2190,µm
critical_path,worstSetupEndpointType,"output pin",
run,warnings,28,
final_timing,worstMarginPinSlew,0.858,ns
yosys,synthFlopType,"dfrtp_1",
clock_network,h-tree-depth,2,
critical_path,r2r_start,"count[0]",
final_timing,worst_slack,2.42,ns
route,ant_nets,0,
yosys,synthAdderAreaFrac,0.0354,
critical_path,cpMaxStageDelayCell,"clkdlybuf4s50_1",
hold_path,whs_path_depth,1,
yosys,top_logic_kind,"simple AND/OR/NAND/NOR gates",
clock_network,hold_buffers,0,
route,drt-total-wl,3290,µm
yosys,mux_share,0.00566,
yosys,netlist_instances,185,
route,drt_first_iter_violations,100,
critical_path,rr_endpoint,"count[26]",
critical_path,r2r_cells,6,
cells_and_area,stdcell_count,300,
yosys,yosysUniqueCellTypes,38,
yosys,top_area_frac,0.453,
die,chipArea,13500,µm²
yosys,yosysWarnings,1,
global_routing,overflow,0,
route,dr.pass1.iters,4,
route,vias_per_cell,4.40,
placed_design,dp_cells,293,
final_timing,min_period,2.98,ns
yosys,yosysTopAreaCell,"dfrtp_1",
die,fp_util,0.200,
clock_network,post_cts_resized,0,
final_timing,finalHoldViolCount,0,
power,p_leak,0.000814,µW
clock_network,clk_pin_slew,0.06,ns
clock_network,clock.latency.late_pin,0.28,ns
clock_network,cts_buffers,5,
global_routing,grt_max_degree,33,
power,peakVddDrop,0.0778,mV
placed_design,pre_cts_ws,2.71,ns
die,io-pin-count,13,
final_timing,max_slew_margin,0.423,
final_timing,hold_slack,0.486,ns
yosys,ys_sh_xor,0.0842,
yosys,post_synth.cell_area_avg,9.56,µm²
final_timing,rsz0062_at_grt,"false",
die,core_area,8850,µm²
global_routing,track_usage,0.0527,
die,die_h,116,µm
route,vias,1319,
die,die_w,116,µm
yosys,simple_gate_area_frac,0.248,
yosys,yosys-stat-area,1770,µm²
critical_path,start_kind,"flip-flop",
yosys,yosys-top-cells-area,"dfrtp_1, xnor2_1, a21oi_1, ha_1, xor2_1",
die,core.rowCount,34,
route,drc,0,
cells_and_area,drive_above_1_share,0.0885,
hold_path,min_path_type,"reg2reg",
yosys,syn-cell-area,1770,µm²
power,powerDensity,219,nW/µm²
placed_design,placed_cell_area,1930,µm²
clock_network,cts_root_buf,"clkbuf_8",
yosys,ys_seq_elements,32,
final_timing,maxSlewViolCount,0,
clock_network,clock-sinks,32,
clock_network,cts_tree,"built",
critical_path,crit_chain,"inv_1 -> ha_1 -> nand2b_1 -> a21oi_1 -> clkdlybuf4s50_1",
global_routing,grt_pass1_vias,1279,
cells_and_area,fin_area,2030,µm²
final_timing,finalClockPeriodUsage,0.553,
yosys,yosysSeqAreaShare,0.453,
final_timing,finClkSkew,0.00610,ns
yosys,async_flop_share,1.00,
route,post_drt_wl_per_cell,11.0,µm
global_routing,antenna_found_initial,0,
final_timing,setup_violations,0,
critical_path,critPathMaxFanout,4,
final_timing,fmax,335,MHz
critical_path,cp-endpoint,"Seg[3]",
run,max_cap_violations,0,
critical_path,worst_ep_required_time,4.32,ns
route,antenna_cells,0,
[worst min path at each step]
stage | startpoint | end | slack, ns
4_1_cts | count[0] | count[0] | 0.49
5_1_grt | count[0] | count[0] | 0.53
6_report | count[0] | count[0] | 0.49
[state kept, by name, indices dropped and copies added, names as in the netlist]
| name | cells |
|---|---|
| Qtemp | 4 |
| count | 27 |
| En1Hz | 1 |
[metal layers]
metal / track usage / wire length, µm / vias up
met5: 0 / 0 / -
met4: 0.00751 / 51 / 0
met3: 0.0241 / 242 / 5
met2: 0.0785 / 1410 / 22
met1: 0.0708 / 1580 / 624
li1: - / - / 668
[critical path, delay by kind of cell, from the launching register on]
kind	cells	cell delay (ns)
AND/OR/NAND/NOR	1	0.15
AND-OR/OR-AND	1	0.16
flip-flops	1	0.39
adder cells (fa/ha/maj)	1	0.33
buffers and inverters	2	0.60
[cell usage in the layout (no fill, tap or decap), types with 2 or more instances in the layout]
master,synthesis,routed
a21oi_1,13,13
and4_1,3,3
and4_2,2,2
buf_4,6,2
clkbuf_8,0,7
clkdlybuf4s50_1,0,8
conb_1,2,4
dfrtp_1,32,32
ha_1,5,5
inv_1,9,9
nand2_1,14,14
nand2b_1,3,3
nand3_1,6,6
nand4_1,9,9
nor2_1,15,15
nor3_1,3,3
nor4_1,2,2
o21ai_0,8,8
o31ai_1,7,7
or3_1,2,2
or4_1,7,7
xnor2_1,10,10
xor2_1,7,7
[area by class of cell]
| class | instances | area (µm²) |
|---|---|---|
| Multi-Input combinational cell | 134 | 866 |
| Fill cell | 941 | 6820 |
| Tap cell | 108 | 135 |
| Timing Repair Buffer | 10 | 95.1 |
| Sequential cell | 32 | 801 |
| Clock buffer | 7 | 96.3 |
| Inverter | 9 | 33.8 |
[stage by stage]
step                      total power, µW   util
final                                 443  0.229
after detailed placement              251  0.218
after floorplan                       250      -
after CTS                             450  0.229
after global placement                251  0.218
after global routing                  463  0.229
[where the power goes]
part | switching (µW) | internal (µW) | leakage [µW]
Combinational | 4.80 | 1.16 | 0.000327
Clock | 84.2 | 113 | 0.0000503
Sequential | 0 | 240 | 0.000438
[cell families (layout without fill, tap and decap cells)]
| kind of cell | count (synthesis) | in the layout |
|---|---|---|
| AOI/OAI and AO/OA | 32 | 32 |
| xor gates and xnor gates | 17 | 17 |
| adders and majority gates | 5 | 5 |
| buffers and inverters | 21 | 26 |
| DFF | 32 | 32 |
| muxes | 1 | 1 |
| other | 2 | 4 |
| and+or+nand+nor | 75 | 75 |
No activity file was given, so power comes from the tool's default toggle rates.
