[run.sh]
#!/bin/bash
# OpenROAD 26Q1-2900-gdf79404cd8, Yosys 0.63+post, stock flow scripts
make -C /OpenROAD-flow-scripts/flow DESIGN_CONFIG=/design/flow/config.mk WORK_HOME=/design/flow/orfs finish
[config.mk]
export PLATFORM = sky130hd
export DESIGN_NAME = FSM_Stoplight
export DESIGN_NICKNAME = FSM_Stoplight
export VERILOG_FILES = /design/flow/design.v
export SDC_FILE = /design/flow/constraint.sdc
export NUM_CORES = 4
export LEC_CHECK = 1
export CORE_UTILIZATION = 30
[constraint.sdc]
current_design FSM_Stoplight

set clk_period 3.5
set clk_io_pct 0.2

create_clock -name clk0 -period $clk_period [get_ports {Clock}]

set non_clock_inputs [all_inputs -no_clocks]
set_input_delay [expr $clk_period * $clk_io_pct] -clock clk0 $non_clock_inputs
set_output_delay [expr $clk_period * $clk_io_pct] -clock clk0 [all_outputs]
[design.v]
`timescale 1ns / 1ps
module FSM_Stoplight(
    input Reset,
    input Clock,
    output [2:0] RGB,
    output [4:0] count_led
    );
    reg [2:0] Data_out_reg;  
    localparam 
        GREEN   = 2'd0,
        YELLOW  = 2'd1, 
        RED     = 2'd2, 
        OFF     = 2'd3;
     reg [4:0]counter ; 
    reg [1:0] pres_state;
    reg [1:0] next_state;
    parameter BoardFreq = 100_000_000;
    parameter Bits      = 27;
    reg [Bits-1:0] count;
    reg            En1Hz;
    assign Disp = 8'b11111110;
    always @(posedge Clock)
    begin
        if (Reset) 
        begin
            count   =   0;
            En1Hz   =   1'b0;
        end
        else
            if(count != BoardFreq-1)
                begin
                  count = count + 1;
                  En1Hz = 1'b0;
                end
            else
                begin
                   count = 0;
                   En1Hz = 1'b1; 
                end
    end
    always @(posedge Clock)
    begin
        if ( Reset )
            begin
            pres_state = OFF;
            end
        else if ( En1Hz )
            begin
            if(pres_state!=next_state)
                begin
                    pres_state = next_state;   
                   counter = 0;
                end
             else 
                counter = counter + 1;
            end  
    end
    always @(*)
    begin
       next_state = pres_state;
       case (pres_state)
            GREEN:
                if(counter == 30)
                begin
                    next_state = YELLOW;
                end
            YELLOW:
                if(counter == 3)
                    begin
                    next_state = RED;
                    end
            RED:
                if(counter == 20)
                    begin
                    next_state = GREEN;
                    end
            OFF: next_state = RED;
            default: next_state = RED;
       endcase     
    end        
    always @(*)
    begin
       case (pres_state)
            GREEN: Data_out_reg = 3'b010;          
            YELLOW: Data_out_reg = 3'b110;  
            RED: Data_out_reg = 3'b100;  
            OFF: Data_out_reg = 3'b000;  
            default: Data_out_reg = 3'b000;  
           endcase     
    end 
    assign RGB = Data_out_reg;
    assign count_led = counter;
endmodule
==> impl_metrics.ini <==
; physical design summary
[worst_setup_path]
path_class = flop to output pin
critical_path_peak_fanout = 5
slowest_delay_ns = 0.40
worst_ep_required_time_ns = 2.80
slowest_stage = clkdlybuf4s50_1
crit_arrival_ns = 1.76
cp-start-kind = flop
worst_setup_path_end_kind = output pin
path_cells = inv_1, ha_1, or2_2, clkdlybuf4s50_1

[job]
maxCapViolCount = 0
log.warning_count = 30

[clocking]
cts_tree = yes
cts_hold_buffers = 0
h-tree-depth = 2
root_buffer = clkbuf_8
clk_pin_slew_ns = 0.06
cts.path.max_buffers = 2
postCtsSetupRepairBufs = 0
cts_resized = 0
cts_buffers = 5
clock_latency_ns = 0.28
cts.sinks = 35

[timing]
min_period_ns = 2.463
maxSlewViolCount = 0
period_used_pct = 70.37
setup_viol = 0
finalHoldViolations = 0
tightest_slew_ns = 0.7686
rsz0062_at_grt = false
max_clock_freq_ghz = 0.4060
slew_headroom_pct = 48.29
tns_ns = 0
fin_skew_ns = 0.002688

[yosys]
xor_area_share_pct = 7.933
ys_sh_simple_pct = 26.67
topCombFamilyByArea = simple AND/OR/NAND/NOR gates
numSynthFlops = 35
ys_area_mm2 = 0.001877
synth.cell_area_mm2 = 0.001877
edf_count = 5
syn_inst = 210
ys_cells = 210
yosys_warnings = 2
postSynthAreaPerCell_um2 = 8.937
ys_seq_share_pct = 40.00
muxShareOfSynthArea_pct = 0
ys_types = 46
ys_async_sr_fraction_pct = 0
synthAoiAreaFrac_pct = 14.47
ys.flop_type = dfxtp_1
ys_sh_adder_pct = 5.333

[power]
leakage_uw = 0.0006924
p_seq_share_pct = 59.2
power_uw = 696.7
ir_drop_uv = 259.1
power.density_mw_per_mm2 = 335.2
p_sw_share_pct = 20.92
power.share.clock_pct = 38.8
p_int_uw = 550.9
power.switching_uw = 145.7
p_comb_share_pct = 2.0

[die]
die_h_um = 81.10
dieArea_mm2 = 0.006576
initCoreUtil_pct = 31.33
num_rows = 28
die_x_um = 81.10
coreArea_mm2 = 0.005991
io_pins = 10

[place]
place_hpwl_um = 2479
place_congestion = 0.7879
port_buffers = 8

[routing]
antenna_left = 0
drt_first_pass_iters = 4
wl_um = 3524
avgViaCountPerCell = 5.143
drc = 0
vias = 1507
drt-wirelength-per-cell_um = 12.03
drt-initial-drc-count = 42
antenna_cells = 0

[final_layout]
drive_above_1_share_pct = 6.422
fillers = 609
area_growth_pct = 10.73
regArea_um2 = 750.7
logic_area_mm2 = 0.001025

[global_route]
grt_max_degree = 26
grt_pass1_wl_um = 6065
overflow = 0
grt_pass1_vias = 1354
grt_usage_pct = 12.02
antenna_found_initial = 0

[worst_hold_path]
hp-class = flop to flop

[run_status]
status = completed
==> layer usage <==
metal | part of all wire (%) | GRT usage, %
met1 | 50 | 17.52
met2 | 43 | 18.66
met4 | 1.4 | 1.607
met3 | 5.0 | 3.193
met5 | 0 | 0
==> stage by stage <==
| step | instances | area [um2] | hold slack (ns) | setup WS, ns | utilization, % |
|---|---|---|---|---|---|
| final | 293 | 2078 | 0.4593 | 1.037 | 34.69 |
| after global routing | 293 | 2078 | 0.5017 | 0.9260 | 34.69 |
| after CTS | 293 | 2078 | 0.4648 | 1.036 | 34.69 |
| after detailed placement | 286 | 2002 | 0.4489 | 1.351 | 33.42 |
| after global placement | 286 | 2002 | 0.4429 | 1.388 | 33.42 |
| after floorplan | 210 | 1877 | 0.4260 | 1.717 | - |
==> cells in the final DEF, fill, tap and decap left out, types with 2 or more instances in the layout <==
cell / Yosys / layout
dfxtp_1: 30 / 30
nor2_1: 20 / 20
nand3_1: 16 / 16
a21oi_1: 15 / 15
inv_1: 11 / 11
xnor2_1: 11 / 11
ha_1: 8 / 8
clkdlybuf4s50_1: 0 / 8
o21ai_0: 7 / 7
nand4_1: 7 / 7
nor4_1: 7 / 7
a211oi_1: 6 / 6
and3_1: 6 / 6
xor2_1: 6 / 6
nand2_1: 5 / 5
or3_1: 5 / 5
clkbuf_8: 1 / 5
edfxtp_1: 5 / 5
nand4b_1: 3 / 3
and4_1: 3 / 3
or4_1: 3 / 3
o31ai_1: 3 / 3
nor3_1: 3 / 3
o21bai_1: 2 / 2
and4_2: 2 / 2
a21o_1: 2 / 2
clkbuf_1: 1 / 2
==> critical path, delay by kind of cell, from the launching register on <==
| kind | cells | cell delay, ns |
|---|---|---|
| buf+inv | 2 | 0.53 |
| simple gates | 1 | 0.32 |
| fa+ha+maj | 1 | 0.25 |
| flops | 1 | 0.39 |
==> layout make-up <==
type	count	share of cell area (%)
tap	75	4.515
clock buffer	7	3.672
sequential	35	36.12
inverter	12	2.167
multi-input combinational	155	49.31
timing repair buffer	9	4.214
==> kinds of logic (layout without fill, tap and decap cells) <==
logic type | Yosys count | count (layout)
simple gates | 87 | 87
other cells | 1 | 1
fa+ha+maj | 8 | 8
buf+inv | 20 | 28
compound gates | 42 | 42
flops | 35 | 35
xor+xnor | 17 | 17
==> power groups by stage <==
stage | logic (uW) | registers [uW] | clock network (uW)
CTS | 14.4 | 412 | 283
global route | 15.7 | 412 | 305
finish | 14.0 | 412 | 270
==> flip-flops by register name (all words and copies together), names as in the netlist <==
register	count
count	27
pres_state	2
counter	5
En1Hz	1
==> synth_stat cells (all sizes together) (4+ instances only) <==
master | n | area share [%]
a211oi | 6 | 2.4
a21oi | 15 | 4.0
and3 | 6 | 2.0
and4 | 5 | 2.5
buf | 5 | 1.8
dfxtp | 30 | 32
edfxtp | 5 | 8.0
ha | 8 | 5.3
inv | 11 | 2.2
nand2 | 6 | 1.3
nand3 | 16 | 4.3
nand4 | 8 | 3.0
nor2 | 20 | 4.0
nor4 | 7 | 2.3
o21ai | 7 | 1.9
o31ai | 4 | 1.9
or3 | 5 | 1.7
xnor2 | 11 | 5.1
xor2 | 6 | 2.8
==> final timing paths <==
path | slack [ns] | end | cells after the start | start
worst max-delay path | 1.04 | RGB[1] | 4 | pres_state[1]
worst max register to register | 1.41 | count[25] | 4 | count[7]
worst min register to register | 0.46 | count[0] | 1 | count[0]
worst min-delay path | 0.46 | count[0] | 1 | count[0]
Power and IR drop assume default switching activity.
